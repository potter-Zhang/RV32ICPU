## /design/flow/config.mk

```make
export PLATFORM = sky130hd
export DESIGN_NAME = ALU
export DESIGN_NICKNAME = ALU
export VERILOG_FILES = /design/flow/design.v
export SDC_FILE = /design/flow/constraint.sdc
export NUM_CORES = 4
export LEC_CHECK = 1
export CORE_UTILIZATION = 30
```

## /design/flow/constraint.sdc

```tcl
current_design ALU

set clk_period 23.4
set clk_io_pct 0.2

create_clock -name clk0 -period $clk_period

set non_clock_inputs [all_inputs -no_clocks]
set_input_delay [expr $clk_period * $clk_io_pct] -clock clk0 $non_clock_inputs
set_output_delay [expr $clk_period * $clk_io_pct] -clock clk0 [all_outputs]
```

## /design/flow/design.v

```verilog
module ALU(
    	input [32 - 1:0] A,
    	input [32 - 1:0] B,
    	input [3:0] ALUOp,
    	output [32 - 1:0] result,
    	output Zero,
	output Less
);
reg [32 - 1:0] C;
always@(A, B, ALUOp)
begin
	case(ALUOp)
		4'b0000: C <= A + B;
		4'b0001: C <= A - B; 
		4'b0010: C <= A ^ B;
		4'b0011: C <= A | B;
		4'b0100: C <= A & B;
		4'b0101: C <= A << B;
		4'b0110: C <= A >> B;
		4'b0111: C <= $signed(A) >>> B;	 
		4'b1100: C <= A - B;
		4'b1101: C <= $signed(A) < $signed(B);
		4'b1011: C <= A < B;
	endcase
end
assign result = C;
assign Zero = C == 0 ? 2'b1 : 2'b0;
assign Less = ALUOp[3:2] == 2'b11 ? ($signed(A) < $signed(B)) : (A < B);
endmodule
```

## /design/flow/run.sh

```bash
#!/bin/bash
# OpenROAD 26Q1-2900-gdf79404cd8, Yosys 0.63+post, stock flow scripts
make -C /OpenROAD-flow-scripts/flow DESIGN_CONFIG=/design/flow/config.mk WORK_HOME=/design/flow/orfs finish
```

==> flow_summary.yaml <==
# flow metrics
status:
  outcome: "complete, no violations"
drt:
  routedWlPerCell_um: 26.8
  drt-total-wl_um: 52400
  final_antenna_net_count: 0
  vias: 12200
  first_pass_iters: 5
  drc: 0
  n_antenna_cell: 0
  dr.first_iter.drc_count: 1298
  vias_per_cell: 6.25
final_timing:
  untimed_endpoints: 65
  unclocked_pins: 32
  fmax_mhz: 71.5
  rsz0062_at_grt: "no"
  relSlewSlack_pct: 38.3
  timing.final.crit_share_pct: 59.7
  tightest_slew_ns: 0.922
  min_period_ns: 13.98
  finalHoldViolCount: 0
  tns_ns: 0
  finalSetupViolCount: 0
  maxSlewViolCount: 0
place:
  place.gp.congestion: 1.06
  dp_hpwl_um: 40800
  numPortBuffers: 102
finish:
  drive_above_1_share_pct: 8.01
  largest_reg_flops: 32
  top_regs: "C: 32 flops"
  largest_register: "C"
  area_growth_pct: 12.0
  layout_top_cells: "nor2_1 (159), a21oi_1 (146), nand2_1 (143), o21ai_0 (120), clkdlybuf4s50_1 (97)"
  layout_top_cell: "nor2_1"
clock_network:
  ctsHoldBuffers: 0
  cts_resized: 0
  cts_setup_buffers: 0
synthesis:
  ys.flop_type: "dlxtn_1"
  yosysCellCount: 1493
  yosys_warnings: 1
  yosys.cell_types.count: 94
  async_flop_share_pct: 0
  synth_area_mm2: 0.0100
  synth_area_per_cell_um2: 6.72
  ys_area_mm2: 0.0100
  syn_inst: 1493
  ys.flops: 32
  edf_count: 0
critical_path:
  startpoint_type: "primary input"
  cp_data_arrival_time_ns: 9.30
  end_kind: "output port"
  cp.required_ns: 18.72
  path_max_fanout: 39
  crit_type: "primary input to output port"
grt:
  grt_pass1_wl_um: 77000
  grt_usage_pct: 31.3
  grt_pass1_vias: 11400
  grt_start_max_net_pins: 66
  antenna_found_initial: 0
  grt_overflow: 0
floorplan:
  rows: 66
  floorplan.core_util_pct: 30.7
  ioPinCount: 102
  die_x_um: 185
  die_y_um: 185
  core_mm2: 0.0327
  chipArea_mm2: 0.0342
hold_path:
  hp-class: "primary input to output port"
  hold_path_depth: 4
run:
  openroad.warnings: 96
  cap_violations: 0
power_and_ir_drop:
  p_total_mw: 0.259
  ir_drop_mv: 0.00879
  p_leak_nw: 4.48
  power_density_mw_per_mm2: 23.0
synth_stat cells, drive strengths merged (11+ instances only):
master,instances,area (µm²)
a211oi,41,318
a21o,11,82.6
a21oi,146,731
a221oi,39,360
a22oi,20,155
a31oi,11,68.8
buf,57,370
clkbuf,63,246
dlxtn,32,480
ha,96,1200
inv,94,353
mux2,17,191
mux2i,53,531
mux4,22,495
nand2,143,537
nand2b,21,131
nand3,33,165
nor2,163,641
nor2b,13,81.3
nor3,35,185
nor4,21,138
o211ai,21,158
o21ai,130,651
o21bai,13,97.6
o22ai,13,81.3
o31ai,13,97.6
or2,13,81.3
layer usage:
| layer | wire [µm] | global-route usage [%] | up-vias | part of all wire [%] |
|---|---|---|---|---|
| met5 | 0 | 0 | - | 0 |
| met1 | 22200 | 43.9 | 5828 | 42 |
| met2 | 23100 | 48.4 | 689 | 44 |
| met3 | 4950 | 5.91 | 95 | 9.4 |
| li1 | - | - | 5585 | - |
| met4 | 2060 | 10.4 | 0 | 3.9 |
critical path: stages:
cell and delay, ns:
clkdlybuf4s50_1 0.46, buf_4 0.41, inv_1 0.30, ha_1 0.50, inv_1 0.14, a211oi_1 0.39, a21oi_1 0.26, nor4b_1 0.63
o31a_1 0.38, nand3_1 0.17, a21oi_1 0.23, mux2i_1 0.10, o22ai_1 0.14, clkdlybuf4s50_1 0.49
layout make-up:
class / instances / area (µm²)
Fill cell: 3610 / 21500
Inverter: 95 / 357
Multi-Input combinational cell: 1245 / 8580
Sequential cell: 32 / 480
Tap cell: 442 / 553
Timing Repair Buffer: 138 / 1270
through the flow:
stage	util, %	hold slack (ns)	area [µm²]	std cells	worst slack (ns)
2_1_floorplan	-	9.52	10000	1493	11.08
3_3_place_gp	34.4	10.63	11200	1952	9.63
3_5_place_dp	34.4	10.62	11200	1952	9.54
4_1_cts	34.4	10.63	11200	1952	9.52
5_1_grt	34.4	10.70	11200	1952	9.09
6_report	34.4	10.63	11200	1952	9.42
report_power, final:
part           leakage [nW]  total [mW]  internal (mW)  switching (mW)
logic                  4.22       0.248         0.0907           0.157
registers             0.258      0.0111        0.00844         0.00267
clock network             0           0              0               0
total                  4.48       0.259         0.0991           0.160
path summary, 6_finish.rpt:
| path | startpoint | to | slack (ns) |
|---|---|---|---|
| worst max-delay path | B[5] | Less | 9.42 |
| worst min-delay path | ALUOp[2] | Less | 10.63 |
logic make-up after synthesis:
kind of cell | after synthesis | synth area share (%)
AOI/OAI and AO/OA | 561 | 37.6
xor gates and xnor gates | 7 | 0.611
adders and majority gates | 98 | 12.4
buffers and inverters | 216 | 9.82
latches | 32 | 4.79
muxes | 92 | 12.1
and+or+nand+nor | 487 | 22.7
Power and IR drop assume default switching activity.
