--- flow/run.sh ---
#!/bin/bash
# OpenROAD 26Q1-2900-gdf79404cd8, Yosys 0.63+post, stock flow scripts
make -C /OpenROAD-flow-scripts/flow DESIGN_CONFIG=/design/flow/config.mk WORK_HOME=/design/flow/orfs finish
--- flow/config.mk ---
export PLATFORM = sky130hd
export DESIGN_NAME = RegisterFile
export DESIGN_NICKNAME = RegisterFile
export VERILOG_FILES = /design/flow/design.v
export SDC_FILE = /design/flow/constraint.sdc
export NUM_CORES = 4
export LEC_CHECK = 1
export CORE_UTILIZATION = 40
--- flow/constraint.sdc ---
current_design RegisterFile

set clk_period 5.9
set clk_io_pct 0.2

create_clock -name clk0 -period $clk_period [get_ports {clk}]

set non_clock_inputs [all_inputs -no_clocks]
set_input_delay [expr $clk_period * $clk_io_pct] -clock clk0 $non_clock_inputs
set_output_delay [expr $clk_period * $clk_io_pct] -clock clk0 [all_outputs]
--- flow/design.v ---
module RegisterFile(
	input clk,
	input RegWrite,
	input [4:0]ReadRegister1,
	input [4:0]ReadRegister2,
	input [4:0]WriteRegister,
	input [32 - 1:0]WriteData,
	output	[32 - 1:0]ReadData1,
	output [32 - 1:0]ReadData2
);
reg [32 - 1:0]registers[31:0];
reg [32 - 1:0]rd1;
reg [32 - 1:0]rd2;
always @(posedge clk)
begin
	if (RegWrite && WriteRegister != 0)
	begin
		registers[WriteRegister] <= WriteData;
	end
end
assign ReadData1 = (ReadRegister1 != 0) ? registers[ReadRegister1] : 0;
assign ReadData2 = (ReadRegister2 != 0) ? registers[ReadRegister2] : 0;
endmodule
==> run summary <==
CTS tree: yes
Top cell area share: 64.19%
Initial antenna violation count: 4
Vias in the first global route: 31942
Rel. slew slack: 27.72%
Detail Placement HPWL: 89.96 mm
Setup TNS: 0 ns
Chip Area: 0.1211 mm2
Final Max Tran Viols: 0
Ys cells: 2564
Clock Tree Root: clkbuf_16
Chip Area, Yosys: 0.04790 mm2
First-pass GRT wire length: 222.5 mm
Synth Instances: 2564
Ratio of cells with drive above 1 in the final layout: 27.13%
PortBufs: 112
Largest registers: registers: 1024 flops
Minimum hold slack: 1.323 ns
Synth mux share: 25.02%
XOR Share, Synth: 0%
Synth async-reset ratio: 0%
Pre-antenna DRT Iters: 5
Worst path required time: 4.72 ns
FMAX: 187.5 MHz
Number of OpenROAD warnings: 26
H-tree depth: 3
Die height: 348.1 um
Main area contributors: edfxtp_1 64%, mux4_2 15%, mux2i_1 6.7%
Total routed wirelength: 157.4 mm
Clock Pin Slew Worst Setup and Hold Paths: 0.06 ns
DR iter-0 viols: 1872
Area growth syn-to-layout: 14.79%
Worst-path fanout max: 48
Vias/cell: 6.396
Largest net degree at the start of global routing: 71
RSZ-0062 raised after global routing: false
Syn_area_per_cell: 18.68 um2
Primary FF master, synth: edfxtp_1
Crit end category: output port
Warnings, synthesis: 1
Chip width: 348.1 um
Min cycle time layout: 5.333 ns
Final setup fails: 0
IO Count: 113
CTS max path bufs: 3
Fp util: 40.46%
Maximum vdd drop: 0.0002315 V
Worst Path Arrival: 4.15 ns
Final Cycle Share: 90.39%
Via count: 28387
Hold Buf Count CTS: 0
TritonCTS Buffers: 104
Congestion Overflow GR: 0
Postcts setup bufs: 0
Adder Share, Synth: 0%
Final Hold Fails: 0
Synthesized area: 0.04790 mm2
Yosys reg bits: 1024
Static leakage: 17.81 nW
Max Cap Viol: 0
DRT antenna net count: 0
Seq/Total Area, Yosys: 64.19%
Post-DR wirelength/cell: 35.47 um
All-Layer GR Usage: 28.59%
GP Congestion: 0.8882
Status: finished clean
# clock sinks: 1024
Distinct cell type count after synthesis: 39
Worst slew pin tran: 1.082 ns
Aoi share: 6.154%
Yosys top cell by area: edfxtp_1
Core Footprint: 0.1184 mm2
DRC viols: 0
Critical path class: in -> out
Top reg by flops: registers
Hold Path Class: in -> reg
Comb area leader: multiplexers
Pwr dens: 290.2 mW/mm2
Simple-Gate Area Share: 2.184%
EDFF count, synth: 1024
FP Rows: 126
Max reg flops: 1024
Startpoint Class: input port
Post_cts resized: 0
==> cell type report <==
cell class / instances / area, um2
diodes: 3 / 7.507
clock inverters: 53 / 416.7
clock buffers: 133 / 2775
well taps: 1600 / 2002
repair buffers: 269 / 2630
inverters: 2 / 8.758
multi-input cells: 1354 / 16400
fillers: 9548 / 63410
flip-flops and latches: 1024 / 30750
==> final timing paths <==
| path | from | endpoint | slack [ns] | cells after the start |
|---|---|---|---|---|
| max | ReadRegister2[2] | ReadData2[13] | 0.57 | 7 |
| min | WriteData[14] | registers[12][14]$_DFFE_PP_ | 1.32 | 2 |
==> cells by family after synthesis <==
family | count (synthesis)
flops | 1024
mux | 736
compound gates | 374
buf+inv | 217
simple gates | 212
other cells | 1
==> report_power, final <==
part           internal (mW)  switching [mW]
sequential              8.12          0.0445
combinational          0.647           0.868
clock                   3.56            2.72
total                   12.3            3.63
==> cell usage after synthesis, types with 37 or more instances <==
master,n
a211oi_1,53
a221oi_1,38
a22oi_1,64
buf_2,50
buf_4,53
clkbuf_1,98
edfxtp_1,1024
mux2_2,64
mux2i_1,320
mux4_2,316
nand2_1,85
nor2b_1,37
o21ai_0,50
o221ai_1,64
==> critical path: stages <==
cell	delay, ns
buf_8	0.36
buf_4	0.56
nor2b_4	0.27
buf_12	0.37
a221oi_1	0.18
a211oi_1	0.52
clkdlybuf4s50_1	0.58
==> metal layers <==
layer  up-vias  track usage, %  routed length (um)
met5         -           2.921                 216
met4        12           9.889                6901
met3       387           26.05               32220
met2      2461           40.03               70500
met1     14121           30.47               47580
li1      11406               -                   -
==> placed cells by master, fill, tap and decap left out, drive strengths merged, types with 37 or more instances in the layout <==
master         instances
a22oi                 64
nor2b                 37
mux2i                320
clkinv                41
buf                  167
a221oi                54
mux4                 352
nand2                 85
edfxtp              1024
clkdlybuf4s50        102
o21ai                 54
a211oi                64
o221ai                64
clkbuf               133
mux2                  64
nor2                  37
==> through the flow <==
stage | area, um2 | util, % | total power, mW | std cells | setup slack (ns)
after detailed placement | 51790 | 43.74 | 9.813 | 4249 | 0.5838
after global routing | 54980 | 46.44 | 16.40 | 4436 | 0.3352
final | 54990 | 46.44 | 15.96 | 4438 | 0.5672
after CTS | 54980 | 46.44 | 16.03 | 4435 | 0.5757
after global placement | 51790 | 43.74 | 9.785 | 4249 | 0.5389
after floorplan | 48020 | - | 9.120 | 2595 | 2.130
Power and IR drop assume default switching activity.
