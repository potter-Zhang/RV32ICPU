**design/flow/design.v**
```verilog
module IDEXReg(
	input clk,
	input rst,
	input [32 - 1:0] I_targetPC,
	input [32 - 1:0] I_regReadData1,
	input [32 - 1:0] I_regReadData2,
	input [32 - 1:0] I_imm,
	input [3:0] I_funct,
	input [5 - 1:0] I_writeRegister,
	input [4:0]I_Branch,		
	input I_MemRead,
	input I_MemtoReg,
	input I_RegSrc,	
	input I_BaseSrc,	
	input [1:0]I_ALUOp,
	input I_MemWrite,
	input I_ALUSrc,
	input I_RegWrite,
	input [2:0]I_MemOp,
	input I_LoadSrc,	
	input I_PCSelect,	
	input [32 - 1:0] I_nextPC,
	input [4:0] I_readRegister1,
	input [4:0] I_readRegister2,
	output [32 - 1:0] O_targetPC,
	output [32 - 1:0] O_regReadData1,
	output [32 - 1:0] O_regReadData2,
	output [32 - 1:0] O_imm,
	output [3:0] O_funct,
	output [5 - 1:0] O_writeRegister,
	output [4:0]O_Branch,		
	output O_MemRead,
	output O_MemtoReg,
	output O_RegSrc,	
	output O_BaseSrc,	
	output [1:0]O_ALUOp,
	output O_MemWrite,
	output O_ALUSrc,
	output O_RegWrite,
	output [2:0]O_MemOp,
	output O_LoadSrc,	
	output O_PCSelect,
	output [32 - 1:0] O_nextPC,
	output [4:0] O_readRegister1,
	output [4:0] O_readRegister2
);
reg [32 - 1:0] targetPC;
reg [32 - 1:0] nextPC;
reg [32 - 1:0] regReadData1;
reg [32 - 1:0] regReadData2;
reg [32 - 1:0] imm;
reg [3:0] funct;
reg [5 - 1:0] writeRegister;
reg [4:0] Branch;	
reg MemRead;
reg MemtoReg;
reg RegSrc;
reg BaseSrc;
reg [1:0]ALUOp;
reg MemWrite;
reg ALUSrc;
reg RegWrite;
reg [2:0]MemOp;
reg LoadSrc;
reg PCSelect;
reg [4:0]readRegister1;
reg [4:0]readRegister2;
always@(negedge clk, posedge rst)
begin
	if (rst)
	begin
	targetPC <= 0;
	regReadData1 <= 0;
	regReadData2 <= 0;
	imm <= 0;
	funct <= 0;
	writeRegister <= 0;
	Branch <= 0;
	MemRead <= 0;
	MemtoReg <= 0;
	RegSrc <= 0;
	BaseSrc <= 0;
	ALUOp <= 0;
	MemWrite <= 0;
	ALUSrc <= 0;
	RegWrite <= 0;
	MemOp <= 0;
	LoadSrc <= 0;
	PCSelect <= 0;
	nextPC <= 0;
	readRegister1 <= 0;
	readRegister2 <= 0;
	end
	else 
	begin
	targetPC <= I_targetPC;
	regReadData1 <= I_regReadData1;
	regReadData2 <= I_regReadData2;
	imm <= I_imm;
	funct <= I_funct;
	writeRegister <= I_writeRegister;
	Branch <= I_Branch;
	MemRead <= I_MemRead;
	MemtoReg <= I_MemtoReg;
	RegSrc <= I_RegSrc;
	BaseSrc <= I_BaseSrc;
	ALUOp <= I_ALUOp;
	MemWrite <= I_MemWrite;
	ALUSrc <= I_ALUSrc;
	RegWrite <= I_RegWrite;
	MemOp <= I_MemOp;
	LoadSrc <= I_LoadSrc;
	PCSelect <= I_PCSelect;
	nextPC <= I_nextPC;
	readRegister1 <= I_readRegister1;
	readRegister2 <= I_readRegister2;
	end
end
assign O_targetPC = targetPC;
assign O_regReadData1 = regReadData1;
assign O_regReadData2 = regReadData2;
assign O_imm = imm;
assign O_funct = funct;
assign O_writeRegister = writeRegister;
assign O_Branch = Branch;
assign O_MemRead = MemRead;
assign O_MemtoReg = MemtoReg;
assign O_RegSrc = RegSrc;
assign O_BaseSrc = BaseSrc;
assign O_ALUOp = ALUOp;
assign O_MemWrite = MemWrite;
assign O_ALUSrc = ALUSrc;
assign O_RegWrite = RegWrite;
assign O_MemOp = MemOp;
assign O_LoadSrc = LoadSrc;
assign O_PCSelect = PCSelect;
assign O_nextPC = nextPC;
assign O_readRegister1 = readRegister1;
assign O_readRegister2 = readRegister2;
endmodule
```
**design/flow/run.sh**
```bash
#!/bin/bash
# OpenROAD 26Q1-2900-gdf79404cd8, Yosys 0.63+post, stock flow scripts
make -C /OpenROAD-flow-scripts/flow DESIGN_CONFIG=/design/flow/config.mk WORK_HOME=/design/flow/orfs finish
```
**design/flow/config.mk**
```make
export PLATFORM = sky130hd
export DESIGN_NAME = IDEXReg
export DESIGN_NICKNAME = IDEXReg
export VERILOG_FILES = /design/flow/design.v
export SDC_FILE = /design/flow/constraint.sdc
export NUM_CORES = 4
export LEC_CHECK = 1
export CORE_AREA = 10 10 249 249
export DIE_AREA = 0 0 259 259
```
**design/flow/constraint.sdc**
```tcl
current_design IDEXReg

set clk_period 1.0
set clk_io_pct 0.2

create_clock -name clk0 -period $clk_period [get_ports {clk}]

set non_clock_inputs [all_inputs -no_clocks]
set_input_delay [expr $clk_period * $clk_io_pct] -clock clk0 $non_clock_inputs
set_output_delay [expr $clk_period * $clk_io_pct] -clock clk0 [all_outputs]
```
==> impl_metrics.env <==
# yosys + openroad results
export IMPL_dp_hpwl_mm=16.2
export IMPL_synth_cell_types=2
export IMPL_slew_headroom_pct=84.5
export IMPL_drc=0
export IMPL_max_cap_violations=0
export IMPL_grt_max_degree=33
export IMPL_hold_violations=0
export IMPL_synth_area_um2=4960
export IMPL_p_per_area_nw_per_um2=1760
export IMPL_hold_slack_ns=0.560
export IMPL_fp_dieH_um=259
export IMPL_tightest_slew_ns=0.233
export IMPL_grt_use_met1_pct=6.34
export IMPL_slowest_delay_ns=0.40
export IMPL_firstDrtPassIters=4
export IMPL_insertedDiodeCount=0
export IMPL_ir_worst_vdd_uv=1230
export IMPL_grt_busiest_layer="met2"
export IMPL_p_leak_nw=4.30
export IMPL_area_growth_pct=96.7
export IMPL_status="finished with violations"
export IMPL_postRouteAntennaNets=0
export IMPL_rsz0062_at_grt="true"
export IMPL_critPathCaptureType="primary output"
export IMPL_post_cts_buffers=0
export IMPL_synth_chip_area_um2=4960
export IMPL_cp_num_buf_inv=1
export IMPL_syn_inst=199
export IMPL_violations="negative setup slack"
export IMPL_core_area_um2=56500
export IMPL_cp_startpoint="imm[21]"
export IMPL_grtUsageTotal_pct=5.63
export IMPL_die_area_um2=67100
export IMPL_cts_tree="built"
export IMPL_crit_chain="buf_2"
export IMPL_met3_usage_pct=3.40
export IMPL_ys_seq_elements=198
export IMPL_numCtsBuffers=17
export IMPL_cp_top_family="flip-flops"
export IMPL_portBuffers=397
export IMPL_grt_use_met2_pct=8.99
export IMPL_h_tree_depth=4
export IMPL_drive_gt1_share_pct=38.9
export IMPL_yosys_warnings=1
export IMPL_lay_top_count="clkdlybuf4s50_1"
export IMPL_path_depth=1
export IMPL_crit_path_start_kind="flip-flop"
export IMPL_fp_utilization_pct=8.78
export IMPL_critPathRequiredTime_ns=0.80
export IMPL_cts_max_path_buffers=2
export IMPL_worstSetupPathType="flip-flop to primary output"
export IMPL_logic_gates=0
export IMPL_setup_worst_path_end="O_imm[21]"
export IMPL_warnings=28
export IMPL_mi_logic_area_um2=0
export IMPL_ios=398
export IMPL_path_clk_slew_ns=0.05
export IMPL_setup_viol=198
export IMPL_grt_pass1_wl_mm=27.5
export IMPL_die_w_um=259
export IMPL_grt_ovfl_total=0
export IMPL_vias=3328
export IMPL_wirelength_mm=19.6
export IMPL_drt_initial_drc_count=70
export IMPL_clock_sinks=198
export IMPL_path_max_fanout=1
export IMPL_hold_path_class="primary input to asynchronous set/reset pin"
export IMPL_synth_seq_share_pct=99.9
export IMPL_setup_ws_ns=-0.644
export IMPL_ys_cells=199
export IMPL_rows=87
export IMPL_cp_slowest_cell="dfrtn_1"
export IMPL_grt_pass1_vias=3805
export IMPL_holdBufCountCts=0
export IMPL_wl_per_cell_um=13.9
export IMPL_antenna_found_initial=1
export IMPL_syn_area_per_cell_um2=24.9
export IMPL_place_gp_congestion=0.835
export IMPL_lay_top_cells="199 x clkdlybuf4s50_1, 198 x dfrtn_1, 198 x buf_2"
export IMPL_fin_util_pct=17.3
export IMPL_drv_slew=0
export IMPL_crit_arrival_ns=1.44
export IMPL_root_buffer="clkbuf_16"
export IMPL_via_per_inst=2.37
-- routing by layer --
| layer | wire length (µm) | share of wire, % |
|---|---|---|
| met1 | 7120 | 36 |
| met3 | 2540 | 13 |
| met2 | 9420 | 48 |
| met5 | 0 | 0 |
| met4 | 510 | 2.6 |
-- through the flow --
step / setup TNS [ns] / instances / cell area, µm² / power (W) / setup WS [ns]
6_report: -120.06 / 1406 / 9750 / 0.0172 / -0.644
5_1_grt: -132.32 / 1406 / 9750 / 0.0181 / -0.707
4_1_cts: -131.30 / 1405 / 9710 / 0.0177 / -0.698
3_5_place_dp: -242.35 / 1375 / 10100 / 0.0106 / -0.608
3_3_place_gp: -239.22 / 1375 / 10100 / 0.0106 / -0.611
2_1_floorplan: -429.29 / 199 / 4960 / 0.00874 / -2.13
-- power by group --
part / leakage, nW / switching [W] / internal [W] / total (W)
Sequential: 2.31 / 0.0000874 / 0.00848 / 0.00857
Clock: 0.293 / 0.00315 / 0.00402 / 0.00717
Combinational: 1.70 / 0.000432 / 0.00102 / 0.00145
Total: 4.30 / 0.00367 / 0.0135 / 0.0172
-- synthesized netlist by cell type --
| master | instances | area, µm² |
|---|---|---|
| dfrtn_1 | 198 | 4950 |
| inv_1 | 1 | 3.75 |
-- kinds of logic (layout without fill, tap and decap cells) --
kind of cell           count (synthesis)  count (layout)  share of synthesized area, %
flip-flops                           198             198                          99.9
buffers and inverters                  1             452                        0.0756
-- sequential cells by signal, indices dropped and copies added (netlist names), 2 cells and up --
signal and cells:
ALUOp 2, Branch 5, MemOp 3, funct 4
imm 32, nextPC 32, readRegister1 5, readRegister2 5
regReadData1 32, regReadData2 32, targetPC 32, writeRegister 5
-- worst min path at each step --
stage / start / endpoint / slack (ns) / cells after the start
final: rst / regReadData2[20] / 0.56 / 3
after CTS: rst / regReadData2[20] / 0.51 / 3
after global routing: rst / regReadData2[20] / 0.55 / 3
-- cell type report --
class                 count  area, µm²
clock buffer             18        439
inverter                  1       7.51
sequential              198       4950
tap                     756        946
fill                   6156      46700
timing repair buffer    421       3240
clock inverter           12        168
-- what timing repair did --
item	CTS	global route
endpoints found under the setup margin	198	271
pin swaps	0	0
cloned	0	1
gates resized	635	5
Power figures rest on the tool's default switching activity, not on a simulated workload.
